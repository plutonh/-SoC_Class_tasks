<file path="flow/config.mk">
export PLATFORM = sky130hd
export DESIGN_NAME = M10K_read_write
export DESIGN_NICKNAME = M10K_read_write
export VERILOG_FILES = /design/flow/design.v
export SDC_FILE = /design/flow/constraint.sdc
export NUM_CORES = 4
export LEC_CHECK = 1
export CORE_UTILIZATION = 40
</file>
<file path="flow/constraint.sdc">
current_design M10K_read_write

set clk_period 47.0
set clk_io_pct 0.2

create_clock -name clk0 -period $clk_period [get_ports {i_clk}]

set non_clock_inputs [all_inputs -no_clocks]
set_input_delay [expr $clk_period * $clk_io_pct] -clock clk0 $non_clock_inputs
set_output_delay [expr $clk_period * $clk_io_pct] -clock clk0 [all_outputs]
</file>
<file path="flow/design.v">
module M10K_read_buffer#(
	parameter DATA_LEN = 32,
	parameter M = 8,
	parameter N = 8,
	parameter ADDRESS_SIZE = 4,
	parameter OFFSET = 4'd0,
	parameter READ0 = 4'd0,
	parameter READ1 = 4'd1,
	parameter READ2 = 4'd2,
	parameter READ3 = 4'd3,
	parameter READ4 = 4'd4,
	parameter READ5 = 4'd5,
	parameter READ6 = 4'd6,
	parameter READ7 = 4'd7,
	parameter WAIT  = 4'd8,
	parameter DONE  = 4'd9,
	parameter IDLE  = 4'd15	
)(
	input 					 		     i_clk,
	input 					 		     i_rstn,
	input							     i_read_reset,
	input							     i_read_start,
	input   [DATA_LEN*N-1:0]	  	     i_read_data,
	output   [DATA_LEN*M*N-1:0]	         o_store_mat,
	output	reg [ADDRESS_SIZE-1:0]       o_read_addr,
	output  [3:0]  					     o_state,
	output								 o_done
);
	reg  [3:0] state;     
	reg  [3:0] next_state;
	reg  [DATA_LEN*N-1:0] store_vec [0:M-1];
	assign o_state = state;
	assign o_done  = (state == DONE);
	genvar i;	
	generate
	for(i=0; i<M; i=i+1) begin: OUTPUT_MERGE
		assign o_store_mat[(DATA_LEN*N)*((i)) +: (DATA_LEN*N)] = store_vec[i];
	end
	endgenerate
	always @(posedge i_clk, negedge i_rstn) begin
		if(!i_rstn) begin
			state <= IDLE;
		end
		else begin
			state <= next_state;
		end	
	end
	always @(*) begin  
		case(state) 
			IDLE: begin
						if(i_read_start) next_state = READ0;
						else			 next_state = IDLE;
					end
			READ0: begin
						next_state = READ1;
					end
			READ1: begin
						next_state = READ2;
					end
			READ2: begin
						next_state = READ3;
					end
			READ3: begin
						next_state = READ4;
					end
			READ4: begin
						next_state = READ5;
					end
			READ5: begin
						next_state = READ6;
					end
			READ6: begin
						next_state = READ7;
					end
			READ7: begin
						next_state = WAIT;
					end
			WAIT: begin
						next_state = DONE;
					end
			DONE:  begin
						if(i_read_reset) next_state = IDLE;
						else			 next_state = DONE;
				   end
			default:begin
						next_state = IDLE;
					end
		endcase
	end
	always @(posedge i_clk, negedge i_rstn) begin  
		if(!i_rstn) begin
			o_read_addr  <= 0;
		end
		else begin
			case(next_state)
				READ0:   o_read_addr <= OFFSET + READ0;
				READ1:   o_read_addr <= OFFSET + READ1;
				READ2:   o_read_addr <= OFFSET + READ2;
				READ3:   o_read_addr <= OFFSET + READ3;
				READ4:   o_read_addr <= OFFSET + READ4;
				READ5:   o_read_addr <= OFFSET + READ5;
				READ6:   o_read_addr <= OFFSET + READ6;
				READ7:   o_read_addr <= OFFSET + READ7;	
				default: o_read_addr <= 0;
			endcase
		end
	end
	always @(posedge i_clk, negedge i_rstn) begin  
		if(!i_rstn) begin
			store_vec[0] <= 0;
			store_vec[1] <= 0;
			store_vec[2] <= 0;
			store_vec[3] <= 0;
			store_vec[4] <= 0;
			store_vec[5] <= 0;
			store_vec[6] <= 0;
			store_vec[7] <= 0;
		end
		else begin
			case(state)
				READ1: store_vec[0] <= i_read_data;
				READ2: store_vec[1] <= i_read_data;
				READ3: store_vec[2] <= i_read_data;
				READ4: store_vec[3] <= i_read_data;
				READ5: store_vec[4] <= i_read_data;
				READ6: store_vec[5] <= i_read_data;
				READ7: store_vec[6] <= i_read_data;
				WAIT:  store_vec[7] <= i_read_data;
				DONE:  begin
							if(i_read_reset) begin
								store_vec[0] <= 0;
								store_vec[1] <= 0;
								store_vec[2] <= 0;
								store_vec[3] <= 0;
								store_vec[4] <= 0;
								store_vec[5] <= 0;
								store_vec[6] <= 0;
								store_vec[7] <= 0;
							end
							else begin
								store_vec[0] <= store_vec[0];
								store_vec[1] <= store_vec[1];
								store_vec[2] <= store_vec[2];
								store_vec[3] <= store_vec[3];
								store_vec[4] <= store_vec[4];
								store_vec[5] <= store_vec[5];
								store_vec[6] <= store_vec[6];
								store_vec[7] <= store_vec[7];
							end
					    end
				default: begin
							store_vec[0] <= 0;
							store_vec[1] <= 0;
							store_vec[2] <= 0;
							store_vec[3] <= 0;
							store_vec[4] <= 0;
							store_vec[5] <= 0;
							store_vec[6] <= 0;
							store_vec[7] <= 0;
						end
			endcase
		end
	end
endmodule
`timescale 1ns / 1ns
module M10K_read_write#(
	parameter DATA_LEN = 32,
	parameter M = 8,
	parameter N = 8,
	parameter K = 8,
	parameter ROW_SIZE = (DATA_LEN*K),
	parameter MAT_SIZE = (DATA_LEN*K*M),
	parameter ADDRESS_SIZE = 4,
	parameter READ    = 3'b000,
	parameter WRITE   = 3'b001,
	parameter DONE    = 3'b010,
	parameter IDLE	  = 3'b111,
	parameter READ_READ0 = 4'd0,
	parameter READ_READ1 = 4'd1,
	parameter READ_READ2 = 4'd2,
	parameter READ_READ3 = 4'd3,
	parameter READ_READ4 = 4'd4,
	parameter READ_READ5 = 4'd5,
	parameter READ_READ6 = 4'd6,
	parameter READ_READ7 = 4'd7,
	parameter READ_WAIT  = 4'd8,
	parameter READ_DONE  = 4'd9,
	parameter READ_IDLE  = 4'd15,
	parameter WRITE_WRITE0 = 4'd0,
	parameter WRITE_WRITE1 = 4'd1,
	parameter WRITE_WRITE2 = 4'd2,
	parameter WRITE_WRITE3 = 4'd3,
	parameter WRITE_WRITE4 = 4'd4,
	parameter WRITE_WRITE5 = 4'd5,
	parameter WRITE_WRITE6 = 4'd6,
	parameter WRITE_WRITE7 = 4'd7,
    parameter WRITE_DONE   = 4'd8,
	parameter WRITE_IDLE   = 4'd15,
	parameter READ_ADDR_OFFSET = 0,
	parameter WRITE_ADDR_OFFSET = 8
)(
	input 					 		  i_clk,
	input 					 		  i_rstn,
	input							  i_start,
	input   [DATA_LEN*N-1:0]	  	  i_read_data,
	output	[ADDRESS_SIZE-1:0]	  	  o_address,
	output  						  o_wr_en,
	output  [DATA_LEN*N-1:0]	  	  o_write_data,
	output  [2:0]					  o_state,
	output	[3:0]					  o_read_state,
	output	[3:0]					  o_write_state,
	output							  o_done
);
	reg  [2:0] state;     
	reg  [2:0] next_state; 
	wire  [3:0] read_state;
	wire  [3:0] write_state;
	assign o_read_state 	= read_state;
	assign o_write_state	= write_state;
	wire read_start  ;
	wire read_done   ;
	wire write_start ;
	wire write_done  ;
	wire read_reset  ;
	wire [(DATA_LEN*N*M)-1:0]  read_store;
	wire [(DATA_LEN)-1:0]      parse_read_store[0:K-1][0:N-1];
    wire [ADDRESS_SIZE-1:0] write_address;
    wire [ADDRESS_SIZE-1:0] read_address;
	wire write_en;
	always @(posedge i_clk, negedge i_rstn) begin
		if(!i_rstn) begin
			state <= IDLE;
		end
		else begin
			state <= next_state;
		end	
	end
	assign o_state = state;
	always @(*) begin
		case(state) 
			IDLE:           begin
					         	if( i_start  )  next_state = READ;
					         	else 	     	next_state = IDLE;
					        end
			READ:        begin
					            if(read_done )  next_state = WRITE;
					         	else 	     	next_state = READ;		
					        end			
			WRITE:        begin
					         	if(write_done)  next_state = DONE;
					         	else 	     	next_state = WRITE;
					        end
			DONE:           begin
					         					next_state = IDLE;
					        end 
		endcase      
	end
	assign read_start    = (state == IDLE   )   && (next_state     == READ);
	assign read_done     = (state == READ   )   && (read_state     == READ_DONE);
	assign write_start   = (state == READ   )   && (next_state     == WRITE);
	assign write_done    = (state == WRITE  )   && (write_state    == WRITE_DONE);
	assign read_reset    = (state == DONE   );
	assign o_done        = (state == DONE   );
	assign o_address     = (write_en == 1'b1) ? (write_address) : read_address;
	assign o_wr_en       = (write_en == 1'b1) ? write_en : 1'b0;
M10K_read_buffer #(.DATA_LEN(DATA_LEN), .ADDRESS_SIZE(ADDRESS_SIZE), .OFFSET(READ_ADDR_OFFSET)) r0
(
	.i_clk		   (i_clk ),
	.i_rstn  	   (i_rstn),
	.i_read_reset  (read_reset),
	.i_read_start  (read_start),
	.i_read_data   (i_read_data),
	.o_store_mat   (read_store),
	.o_read_addr   (read_address),
	.o_state       (read_state)
);
M10K_write #(.DATA_LEN(DATA_LEN), .ADDRESS_SIZE(ADDRESS_SIZE), .OFFSET(WRITE_ADDR_OFFSET)) w0
(
	.i_clk 		 	(i_clk ),
	.i_rstn 		(i_rstn),
	.i_write_start  (write_start),
	.i_in_mat 		(read_store),
	.o_write_addr 	(write_address),
	.o_write_data 	(o_write_data),
	.o_write_start  (write_en),
	.o_state 		(write_state)
);
genvar i;
	generate
	for(i=0; i<K; i=i+1) begin: PARSE_READ_STORE
		assign parse_read_store[0][i] = read_store[((DATA_LEN*K)*0) + DATA_LEN*(i) +: DATA_LEN];
		assign parse_read_store[1][i] = read_store[((DATA_LEN*K)*1) + DATA_LEN*(i) +: DATA_LEN];
		assign parse_read_store[2][i] = read_store[((DATA_LEN*K)*2) + DATA_LEN*(i) +: DATA_LEN];
		assign parse_read_store[3][i] = read_store[((DATA_LEN*K)*3) + DATA_LEN*(i) +: DATA_LEN];
		assign parse_read_store[4][i] = read_store[((DATA_LEN*K)*4) + DATA_LEN*(i) +: DATA_LEN];
		assign parse_read_store[5][i] = read_store[((DATA_LEN*K)*5) + DATA_LEN*(i) +: DATA_LEN];
		assign parse_read_store[6][i] = read_store[((DATA_LEN*K)*6) + DATA_LEN*(i) +: DATA_LEN];
		assign parse_read_store[7][i] = read_store[((DATA_LEN*K)*7) + DATA_LEN*(i) +: DATA_LEN];
	end
endgenerate
endmodule
module M10K_write#(
	parameter DATA_LEN = 32,
	parameter M = 8,
	parameter N = 8,
	parameter ADDRESS_SIZE = 4,
	parameter OFFSET = 0,
	parameter WRITE0 = 4'd0,
	parameter WRITE1 = 4'd1,
	parameter WRITE2 = 4'd2,
	parameter WRITE3 = 4'd3,
	parameter WRITE4 = 4'd4,
	parameter WRITE5 = 4'd5,
	parameter WRITE6 = 4'd6,
	parameter WRITE7 = 4'd7,
    parameter DONE   = 4'd8,
	parameter IDLE   = 4'd15 
)(
	input 					 		 		i_clk,
	input 					 		  	    i_rstn,
	input							     	i_write_start,
	input       [DATA_LEN*M*N-1:0]	        i_in_mat,
	output	reg [ADDRESS_SIZE-1:0]	        o_write_addr,
	output  reg [DATA_LEN*N-1:0]	  	    o_write_data,
	output  reg						        o_write_start,
	output      [3:0]					    o_state,
	output 							        o_done
);
	reg  [3:0] state;     
	reg  [3:0] next_state;
	wire [DATA_LEN*N-1:0] in_vec [0:M-1];
	assign o_state = state;
	assign o_done = (state == DONE);
	genvar i;
	generate
	for(i=0; i<M; i=i+1) begin: INPUT_PARSE
		assign in_vec[i] = i_in_mat[(DATA_LEN*N)*((i)) +: (DATA_LEN*N)];
	end
	endgenerate
	always @(posedge i_clk, negedge i_rstn) begin
		if(!i_rstn) begin
			state <= IDLE;
		end
		else begin
			state <= next_state;
		end	
	end
	always @(*) begin  
		case(state) 
			IDLE:  begin
						if(i_write_start) next_state = WRITE0;
						else			  next_state = IDLE;
					end
			WRITE0: begin
						next_state = WRITE1;
					end
			WRITE1: begin
						next_state = WRITE2;
					end
			WRITE2: begin
						next_state = WRITE3;
					end
			WRITE3: begin
						next_state = WRITE4;
					end
			WRITE4: begin
						next_state = WRITE5;
					end
			WRITE5: begin
						next_state = WRITE6;
					end
			WRITE6: begin
						next_state = WRITE7;
					end
			WRITE7: begin
						next_state = DONE;
					end
			DONE: begin
						next_state = IDLE;
					end
			default:begin	
						next_state = IDLE;
					end
		endcase
	end
	always @(posedge i_clk, negedge i_rstn) begin  
		if(!i_rstn) begin
			o_write_start <= 0;
			o_write_addr  <= 0;
			o_write_data  <= 0;
		end
		else begin
			case(next_state)
				WRITE0: begin
							o_write_addr  <= OFFSET + next_state;
							o_write_start <= 1;
							o_write_data  <= in_vec[next_state];
						end
				WRITE1: begin
							o_write_addr  <= OFFSET + next_state;
							o_write_start <= 1;
							o_write_data  <= in_vec[next_state];
						end
				WRITE2: begin
							o_write_addr  <= OFFSET + next_state;
							o_write_start <= 1;
							o_write_data  <= in_vec[next_state];
						end
				WRITE3: begin
							o_write_addr  <= OFFSET + next_state;
							o_write_start <= 1;
							o_write_data  <= in_vec[next_state];
						end
				WRITE4: begin
							o_write_addr  <= OFFSET + next_state;
							o_write_start <= 1;
							o_write_data  <= in_vec[next_state];
						end
				WRITE5: begin
							o_write_addr  <= OFFSET + next_state;
							o_write_start <= 1;
							o_write_data  <= in_vec[next_state];
						end
				WRITE6: begin
							o_write_addr  <= OFFSET + next_state;
							o_write_start <= 1;
							o_write_data  <= in_vec[next_state];
						end
				WRITE7: begin
							o_write_addr  <= OFFSET + next_state;
							o_write_start <= 1;
							o_write_data  <= in_vec[next_state];
						end
				default: begin
							o_write_start <= 0;
							o_write_addr  <= 0;
							o_write_data  <= 0;
						end
			endcase
		end
	end
endmodule
</file>
<file path="flow/run.sh">
#!/bin/bash
# OpenROAD 26Q1-2900-gdf79404cd8, Yosys 0.63+post, stock flow scripts
make -C /OpenROAD-flow-scripts/flow DESIGN_CONFIG=/design/flow/config.mk WORK_HOME=/design/flow/orfs finish
</file>
==> impl_metrics.xml <==
<?xml version="1.0" encoding="UTF-8"?>
<metrics>
  <group name="status">
    <metric name="outcome" unit="">finished, final reports clean</metric>
  </group>
  <group name="timing">
    <metric name="finalCriticalPeriod" unit="ns">14.04</metric>
    <metric name="endpoints_left_unconstrained" unit="">6</metric>
    <metric name="finClkSkew" unit="ns">0.09556</metric>
    <metric name="hold-worst-slack" unit="ns">0.4958</metric>
    <metric name="final_max_slew_viol_count" unit="">0</metric>
    <metric name="finalSetupViolations" unit="">0</metric>
    <metric name="number_of_register_pins_that_no_clock_reaches" unit="">3</metric>
    <metric name="fin_crit_sh" unit="%">29.87</metric>
    <metric name="tightest_slew" unit="ns">1.127</metric>
    <metric name="fmax" unit="MHz">71.23</metric>
    <metric name="sum_of_negative_setup_slack" unit="ns">0</metric>
    <metric name="unrepaired_setup_endpoints_after_global_routing" unit="">false</metric>
    <metric name="timing_hold_violations_final" unit="">0</metric>
    <metric name="timing.slew.headroom" unit="%">24.65</metric>
  </group>
  <group name="die">
    <metric name="core_util_floorplan" unit="%">40.22</metric>
    <metric name="chipWidth" unit="um">490.8</metric>
    <metric name="core_footprint" unit="um^2">237600</metric>
    <metric name="overall_die_height" unit="um">490.8</metric>
    <metric name="io_pins" unit="">532</metric>
    <metric name="die-area" unit="um^2">240900</metric>
    <metric name="num_rows" unit="">179</metric>
  </group>
  <group name="job">
    <metric name="log.warning_count" unit="">32</metric>
    <metric name="timing.max_cap.violations" unit="">0</metric>
  </group>
  <group name="yosys">
    <metric name="multiplexer_share" unit="%">5.398</metric>
    <metric name="post-synth-top-count-cell" unit="">dfrtp_1</metric>
    <metric name="ys_top_cells_by_area" unit="">dfrtp_1 (61%), a22o_1 (19%), mux2i_1 (5.4%), a21oi_1 (2.7%), a32oi_1 (2.3%)</metric>
    <metric name="count_of_instantiated_cells_in_the_yosys_netlist" unit="">7611</metric>
    <metric name="netlist-cell-type-count" unit="">48</metric>
    <metric name="netlist.area_leader.share" unit="%">60.54</metric>
    <metric name="synth_xor_xnor_area_share" unit="%">0.03666</metric>
    <metric name="number_of_warnings_reported_in_the_yosys_synthesis_log" unit="">4</metric>
    <metric name="synth_area_per_cell" unit="um^2">12.56</metric>
    <metric name="synth_area" unit="um^2">95560</metric>
    <metric name="netlist.top_cell.by_area" unit="">dfrtp_1</metric>
    <metric name="logic_family" unit="">AND-OR/OR-AND gates</metric>
    <metric name="yosys.stat.chipArea" unit="um^2">95560</metric>
    <metric name="yosys_register_bits" unit="">2326</metric>
    <metric name="ys_sh_adder" unit="%">0</metric>
    <metric name="synthesis.instances" unit="">7611</metric>
    <metric name="flip_flop_cell_with_the_highest_count_after_synthesis" unit="">dfrtp_1</metric>
    <metric name="ys_top_cells_by_count" unit="">dfrtp_1 (2312), a22o_1 (2048), clkbuf_1 (534)</metric>
    <metric name="async_reset_ff_share" unit="%">99.87</metric>
    <metric name="synth_simple_gate_area_share" unit="%">1.693</metric>
    <metric name="post_synth_ao_oa_area_fraction" unit="%">27.38</metric>
    <metric name="synth-edff-count" unit="">0</metric>
  </group>
  <group name="clock_tree">
    <metric name="worst_skew_pair.late_latency" unit="ns">0.93</metric>
    <metric name="post_cts_resize_count" unit="">0</metric>
    <metric name="clk_pin_slew" unit="ns">0.06</metric>
    <metric name="cts_tree" unit="">done</metric>
    <metric name="cts_made_buffers" unit="">237</metric>
    <metric name="ctsLongestPathBuffers" unit="">3</metric>
    <metric name="cts.repair_timing.setup_buffer_count" unit="">0</metric>
    <metric name="cts-hold-fix-buffers" unit="">0</metric>
    <metric name="ctsRootBufferMaster" unit="">clkbuf_16</metric>
    <metric name="cts.htree.levels" unit="">4</metric>
  </group>
  <group name="setup_path">
    <metric name="critical_path_rt" unit="ns">47.97</metric>
    <metric name="critical_path.startpoint" unit="">i_rstn</metric>
    <metric name="crit_fanout" unit="">108</metric>
    <metric name="r2r_start" unit="">r0.state[3]$_DFF_PN1_</metric>
    <metric name="worstSetupStartpointType" unit="">primary input</metric>
    <metric name="critPathKind" unit="">primary input to async pin</metric>
    <metric name="timing.rr.end" unit="">r0.store_vec[2][125]$_DFFE_PN0P_</metric>
    <metric name="endpoint_of_the_most_critical_setup_path" unit="">r0.store_vec[4][228]$_DFFE_PN0P_</metric>
    <metric name="worst_r2r_path_depth" unit="">10</metric>
    <metric name="critPathCaptureType" unit="">async pin</metric>
    <metric name="regToRegSetupSlack" unit="ns">41.14</metric>
    <metric name="arrival" unit="ns">15.01</metric>
  </group>
  <group name="routing">
    <metric name="post-route-drc-count" unit="">0</metric>
    <metric name="ant_nets" unit="">0</metric>
    <metric name="num_vias" unit="">72890</metric>
    <metric name="drt-initial-drc-count" unit="">6278</metric>
    <metric name="drt_wl_total" unit="um">340400</metric>
    <metric name="1st_pass_router_iterations" unit="">5</metric>
    <metric name="drt-wirelength-per-cell" unit="um">31.17</metric>
    <metric name="route.detailed.vias_per_inst" unit="">6.675</metric>
  </group>
  <group name="layout">
    <metric name="finish.utilization" unit="%">46.72</metric>
    <metric name="regArea" unit="um^2">58200</metric>
    <metric name="combGateArea" unit="um^2">33160</metric>
    <metric name="flow.area_growth_from_synthesis" unit="%">16.18</metric>
    <metric name="final_layout_size_suffix_gt1_share" unit="%">8.588</metric>
    <metric name="num-fill-cells" unit="">20220</metric>
  </group>
  <group name="power_and_ir_drop">
    <metric name="peakVddDrop" unit="V">0.00005637</metric>
    <metric name="power.density" unit="nW/um^2">60.00</metric>
    <metric name="cellLeakagePower" unit="uW">0.05176</metric>
  </group>
  <group name="global_route">
    <metric name="grt_antenna_before_repair" unit="">81</metric>
    <metric name="grt_first_pass_wirelength" unit="um">510000</metric>
    <metric name="globalRouteOverflowTotal" unit="">0</metric>
    <metric name="vias_in_the_first_global_route" unit="">76040</metric>
    <metric name="global_route_usage_sum" unit="%">29.31</metric>
    <metric name="grt_start_max_net_pins" unit="">126</metric>
  </group>
  <group name="worst_hold_path">
    <metric name="hold_removal_path_class" unit="">flop to flop</metric>
  </group>
  <group name="placement">
    <metric name="portBuffers" unit="">531</metric>
    <metric name="gpl.final_weighted_congestion" unit="">0.8570</metric>
    <metric name="dp_hpwl" unit="um">179700</metric>
  </group>
</metrics>
## metal layers
metal | part of all wire [%] | vias to the layer above | global-route usage [%]
met5 | 0.19 | - | 0.5159
met4 | 3.1 | 92 | 8.472
met3 | 13 | 856 | 14.46
met2 | 44 | 4885 | 41.19
met1 | 39 | 37660 | 41.36
li1 | - | 29390 | -
## through the flow
step / power (uW) / instances / area (um^2) / worst slack (ns)
after floorplan: 3894 / 7611 / 95560 / 36.55
after global placement: 4578 / 10450 / 102500 / 31.91
after detailed placement: 4602 / 10450 / 102500 / 31.79
after CTS: 6641 / 10890 / 110900 / 32.73
after global routing: 6904 / 10910 / 111000 / 32.02
final: 6662 / 10920 / 111000 / 32.96
## flip-flops by register name, summed over array words and instances, names as in the netlist
name              count
w0.state              4
state                 3
r0.state              4
w0.o_write_start      1
r0.o_read_addr        3
r0.store_vec       2048
w0.o_write_data     256
w0.o_write_addr       4
next_state            3
## final cells by class
cell class / count / area share, %
antenna: 32 / 0.07212
clock buffer: 351 / 6.333
clock inverter: 89 / 1.270
inverter: 6 / 0.02028
multi-input combinational: 4192 / 29.87
sequential: 2326 / 52.42
tap: 3167 / 3.569
timing repair buffer: 756 / 6.448
## power breakdown
group | switching, uW | internal [uW]
combinational | 1220 | 594
sequential | 302 | 2520
clock | 847 | 1180
total | 2370 | 4290
## worst max-delay path, stage by stage
cell	delay [ns]
buf_16	0.28
buf_4	0.65
buf_4	0.60
buf_4	0.72
buf_4	0.67
buf_4	0.67
buf_4	0.49
buf_4	0.65
buf_4	0.59
## cell usage in the layout (no fill, tap or decap), drive strengths merged, types with 11 or more instances in the layout
cell type and count:
clkinv 53, o21ai 14, bufinv 25, a22o 2048, nor2 17, inv 12
clkdlybuf4s50 530, o22ai 255, nand3 256, mux2i 512, diode 32, dfrtp 2312
a21oi 521, clkbuf 351, a31oi 258, dfstp 11, buf 226, a32oi 256
## logic make-up (layout without fill, tap and decap cells)
kind of cell	after synthesis	in the layout
AOI/OAI and AO/OA	3363	3363
xor gates and xnor gates	4	4
buffers and inverters	1093	1202
DFF	2323	2323
latches	3	3
muxes	515	515
other	0	32
and+or+nand+nor	310	310
## how the worst min path moves through the flow
stage	slack [ns]	to	from	depth (start not counted)
after CTS	0.50	r0.store_vec[2][34]$_DFFE_PN0P_	r0.store_vec[2][34]$_DFFE_PN0P_	1
after global routing	0.51	r0.store_vec[7][1]$_DFFE_PN0P_	r0.store_vec[7][1]$_DFFE_PN0P_	1
final	0.50	r0.store_vec[1][241]$_DFFE_PN0P_	r0.store_vec[1][241]$_DFFE_PN0P_	1
Power is estimated from default activity; no workload was simulated.
